## flow/run.sh

```bash
#!/bin/bash
# OpenROAD 26Q1-2900-gdf79404cd8, Yosys 0.63+post, stock flow scripts
make -C /OpenROAD-flow-scripts/flow DESIGN_CONFIG=/design/flow/config.mk WORK_HOME=/design/flow/orfs finish
```

## flow/design.v

```verilog
module ahb2apb(	
		hclk,
		hresetn,
		hreadyouts,
		hresps,
		hrdatas,
		haddrs,
		hsels,
		hwrites,
		htranss,
		hsizes,
		hbursts,
		hreadys,
		hwdatas,
		paddr,
		psel,
		pwrite,
		penable,
		pwdata,
		prdata,
		pslverr,
		pready
		);
		input			hclk;
		input 			hresetn;
		input 		[31:0] 	haddrs;
		input 			hsels;
		input 			hwrites;
		input 		 [1:0] 	htranss;
		input 		 [2:0] 	hsizes;
		input 		 [2:0] 	hbursts;
		input 			hreadys;
		input 		[31:0] 	hwdatas;
		input 		[31:0] 	prdata;
		input 			pslverr;
		input 			pready;
		output reg 		hreadyouts;
		output reg 	 [1:0] 	hresps;
		output reg 	[31:0] 	hrdatas;
		output reg 		psel;
		output reg 	[31:0] 	paddr;
		output reg 		pwrite;
		output reg 		penable;
		output reg 	[31:0] 	pwdata;
		parameter AHB_IDLE =9'b0_0000_0001;  	 
		parameter AHB_R_ADDR=9'b0_0000_0010; 	 
		parameter AHB_W_DATA=9'b0_0000_0100; 	 
		parameter AHB_W_TCR1=9'b0_0000_1000; 	 
		parameter AHB_W_TCR2=9'b0_0001_0000; 	 
		parameter AHB_W_ADDR=9'b0_0010_0000; 	 
		parameter AHB_R_DATA=9'b0_0100_0000; 	 
		parameter AHB_R_TCR1=9'b0_1000_0000; 	 
		parameter AHB_R_TCR2=9'b1_0000_0000; 	 
		parameter APB_IDLE=4'b0001;	 	 
		parameter APB_W_SETUP=4'b0010;		 
		parameter APB_R_SETUP=4'b0100;		 
		parameter APB_ACCESS=4'b1000;		 
		parameter TRANS_IDLE=2'b00;		 
		parameter TRANS_BUSY=2'b01;		 
		parameter TRANS_NSEQ=2'b10;		 
		parameter TRANS_SEQ= 2'b11;		 
		parameter  RESP_OKAY=2'b00;		 
		parameter RESP_ERROR=2'b01;		 
		parameter RESP_RETRY=2'b10;		 
		parameter RESP_SPLIT=2'b11;		 
		reg [8:0] ahb_cstate,ahb_nstate;	 
		reg [3:0] apb_cstate, apb_nstate;	 
		always@(posedge hclk or negedge hresetn)
		begin:always_block_1
			if(!hresetn)
				hrdatas <= 32'h0;
			else if (psel & penable & pready & !pwrite)
				hrdatas <= prdata;
			else
 				hrdatas <= hrdatas;
 		end:always_block_1
		wire addr_phase;
 		assign addr_phase = hsels & hreadys & (htranss == TRANS_NSEQ);
		always@(posedge hclk or negedge hresetn)	 
		begin:always_block_2
			if(!hresetn)
				ahb_cstate <= AHB_IDLE;
			else 	
				ahb_cstate <= ahb_nstate;
		end:always_block_2
		always@(addr_phase,ahb_cstate,hwrites,apb_cstate,pready,pslverr) 
		begin:always_block_3
				ahb_nstate = ahb_cstate;
			case(ahb_cstate)
				AHB_IDLE	:	begin
								if(addr_phase & hwrites)
									ahb_nstate = AHB_W_ADDR;   
								else if (addr_phase & ~hwrites)
									ahb_nstate = AHB_R_ADDR;   
							end
				AHB_W_ADDR	:	begin
								if(apb_cstate == APB_ACCESS)
									if (pready)
										if (!pslverr)
											ahb_nstate = AHB_IDLE;
										else
											ahb_nstate = AHB_W_TCR1;
							end
				AHB_W_TCR1	:	begin
								ahb_nstate = AHB_W_TCR2;
							end
				AHB_W_TCR2 	:	begin
							ahb_nstate = AHB_IDLE;
							end
				AHB_R_ADDR 	:	begin
								if(apb_cstate == APB_ACCESS)
									if(pready)
										if(!pslverr)
											ahb_nstate = AHB_IDLE;
										else
											ahb_nstate = AHB_R_TCR1;
							end
				AHB_R_TCR1	:	begin 	
								ahb_nstate = AHB_R_TCR2;
							end
				AHB_R_TCR2	:	begin
								ahb_nstate = AHB_IDLE;
							end
			endcase
		end:always_block_3
		always@(posedge hclk or negedge hresetn)
		begin:always_block_4
			if(!hresetn) 
				begin
					hreadyouts <=1'b1;
					hresps <= RESP_OKAY;
				end
			else if(ahb_nstate == AHB_IDLE) 
				begin
					hreadyouts <= 1'b1;
					hresps <= RESP_OKAY;
				end
			else if(ahb_nstate == AHB_W_ADDR || ahb_nstate == AHB_R_ADDR) 
				begin
					hreadyouts <= 1'b0;
					hresps <= RESP_OKAY;
				end
			else if(ahb_nstate == AHB_W_TCR1 || ahb_nstate == AHB_R_TCR1) 
				begin
					hreadyouts <= 1'b0;
					hresps <= RESP_ERROR;
				end
			else if(ahb_nstate == AHB_W_TCR2 || ahb_nstate ==  AHB_R_TCR2) 
				begin
					hreadyouts <= 1'b1;
					hresps <= RESP_ERROR;
				end
		end:always_block_4
		always@(posedge hclk or negedge hresetn) 	 
		begin:always_block_5
			if(!hresetn)
				apb_cstate <= APB_IDLE;
			else 
				apb_cstate <= apb_nstate;
		end:always_block_5
		always@(apb_cstate,ahb_nstate,pready)		 
		begin:always_block_6
			apb_nstate = apb_cstate;
			case(apb_cstate)
				APB_IDLE	:	begin
								if(ahb_nstate == AHB_W_ADDR)
									apb_nstate = APB_W_SETUP;
								else if(ahb_nstate == AHB_R_ADDR)
									apb_nstate = APB_R_SETUP;
							end
				APB_W_SETUP	: 	begin
								apb_nstate = APB_ACCESS;
							end
				APB_R_SETUP	: 	begin
								apb_nstate = APB_ACCESS;
							end
				APB_ACCESS	:	begin
						 		if(!pready) 
									apb_nstate = APB_ACCESS;
								else 
									apb_nstate = APB_IDLE;
							end
			endcase
		end:always_block_6
		always@(posedge hclk or negedge hresetn)	 
		begin:always_block_7
			if(!hresetn)	 
				begin
					paddr <= 32'h0;
					psel <= 1'b0;
					penable <= 1'b0;
					pwrite  <= 1'b0;
					pwdata <= 32'h0;
				end
			else if (apb_nstate == APB_IDLE) 
				begin
					paddr <= 1'b0;
					psel <= 1'b0;
					penable <= 1'b0;
				end
			else if (apb_nstate == APB_W_SETUP) 
				begin
					paddr <= haddrs;
					psel <= 1'b1;
					pwrite <= 1'b1;
				end
			else if (ahb_nstate == APB_R_SETUP) 
				begin
					paddr <= haddrs;
					psel <= 1'b1;
					pwrite <= 1'b0;
				end
			else if (apb_nstate == APB_ACCESS) 
				begin
					penable <= 1'b1;
					pwdata <= hwdatas;
				end
		end:always_block_7
endmodule
```

## flow/constraint.sdc

```tcl
current_design ahb2apb

set clk_period 3.5
set clk_io_pct 0.2

create_clock -name clk0 -period $clk_period [get_ports {hclk}]

set non_clock_inputs [all_inputs -no_clocks]
set_input_delay [expr $clk_period * $clk_io_pct] -clock clk0 $non_clock_inputs
set_output_delay [expr $clk_period * $clk_io_pct] -clock clk0 [all_outputs]
```

## flow/config.mk

```make
export PLATFORM = sky130hd
export DESIGN_NAME = ahb2apb
export DESIGN_NICKNAME = ahb2apb
export VERILOG_FILES = /design/flow/design.v
export SDC_FILE = /design/flow/constraint.sdc
export NUM_CORES = 4
export LEC_CHECK = 1
export CORE_UTILIZATION = 40
```

==> flow_summary.yaml <==
# synthesis and place-and-route metrics
synthesis:
  ys_types: 39
  largest_area_cell: "dfrtp_1"
  ys_ff: 112
  area_leaders: "dfrtp_1, mux2_2, a22o_1"
  ys_seq_share_pct: 65.1
  netlist_area_um2: 4310
  xor_area_share_pct: 0.406
  ys_sh_simple_pct: 5.49
  ff_type: "dfrtp_1"
  top_cell_area_share_pct: 63.3
  ys_area_um2: 4310
  syn_inst: 289
  mux_area_share_pct: 17.0
  synth_warnings: 1
  synthAdderAreaFrac_pct: 0
  logic_family: "multiplexers"
  ys_cells: 289
  synthAoiAreaFrac_pct: 9.58
  avgSynthCellArea_um2: 14.9
  synth-edff-count: 0
  async_reset_ff_share_pct: 100
detailed_routing:
  diodes: 0
  drc: 0
  vias: 3093
  drt_first_pass_iters: 4
  drt-initial-drc-count: 118
  drt_wl_total_mm: 10.1
  postRouteAntennaNets: 0
  routedWlPerCell_um: 15.8
  viasPerCell: 4.86
global_routing:
  antenna_found_initial: 0
  grt_pass1_wl_mm: 16.3
  grt_max_degree: 55
  gr-total-overflow: 0
  grt_pass1_vias: 3191
  grt.total_usage_pct: 19.2
floorplan:
  die_w_um: 106
  dieArea_um2: 11200
  fp_util_pct: 41.6
  die_y_um: 106
  core_area_um2: 10400
  ios: 213
  rows: 37
cts:
  clkLatencyLatePin_ps: 360
  cts_setup_buffers: 0
  clkSinkCount: 112
  cts_resized: 0
  cts-root-buf: "clkbuf_8"
  numCtsBuffers: 9
  clockBufferDepth: 2
  cts_tree: "yes"
  ctsHoldBuffers: 0
  h-tree-depth: 3
  clk_pin_slew_ps: 110
power:
  irDropWorstVdd_v: 0.000348
  intPower_w: 0.00371
  p_switching_w: 0.00124
  power.share.clock_pct: 13.7
  p_leak_nw: 2.91
  powerDensity_nw_per_um2: 744
  power_frac_comb_pct: 41.7
  seqPwrFrac_pct: 44.6
  swShare_pct: 25.0
setup_path:
  critical-path-slowest-cell: "o21ai_0"
  critical_path_arrival_ps: 2720
  cp_data_required_time_ps: 3740
  worstPathCellList: "clkdlybuf4s50_1 -> o21ai_0 -> and2_1 -> buf_4 -> mux2_2"
  critPathMaxStageDelay_ps: 530
  path_max_fanout: 33
  cp_top_family: "buffers and inverters"
  crit_buf_inv: 2
  r2r-start: "ahb_cstate[4]"
  r2r-end: "paddr[31]"
  startpoint_type: "input pin"
  path_class: "input pin to flop"
  rrSetupSlack_ps: 1340
  r2r_cells: 6
  end_kind: "flop"
final_timing:
  setup_tns_ps: 0
  slew-limit-headroom_pct: 55.4
  setup_slack_ps: 1010
  tightest_slew_ps: 669
  fmax_mhz: 402
  rsz0062_at_grt: "false"
  fin_skew_ps: 17.7
  maxSlewViolCount: 0
  post-route-min-period_ps: 2490
  period_used_pct: 71.0
  setup_viol: 0
  hold_viol_final: 0
layout:
  layout_top_cell: "clkdlybuf4s50_1"
  final_cell_area_um2: 6650
  layout.cells.non_filler: 636
  area_delta_synth_final_pct: 54.3
  fill_cells: 808
  most-common-layout-cells: "clkdlybuf4s50_1, dfrtp_1, mux2_2"
  post-route-util_pct: 64.2
  final_layout_size_suffix_gt1_share_pct: 19.2
placed_design:
  io_buffers: 205
  post_dp_cell_area_um2: 6480
  place_inst: 620
  dpl_worst_slack_ps: 589
  place_congestion: 0.818
  hpwl_mm: 7.32
job:
  warning_count: 32
  cap_viol_max_count: 0
worst_hold_path:
  holdCritPathClass: "input pin to async pin"
status:
  status: "completed"
## routing by layer
metal	track usage [%]	part of all wire, %	up-vias
li1	-	-	1450
met1	30.8	46	1478
met2	28.4	44	154
met3	5.11	8.9	11
met4	2.68	1.4	0
met5	0	0	-
## flip-flops by register name, summed over array words and instances, names as in the netlist
| signal | count |
|---|---|
| hrdatas | 32 |
| paddr | 32 |
| pwdata | 32 |
| ahb_cstate | 7 |
| apb_cstate | 4 |
| hreadyouts | 1 |
| hresps | 1 |
| penable | 1 |
| psel | 1 |
| pwrite | 1 |
## Yosys cell counts (3+ instances only)
master,n
dfrtp_1,109
mux2_2,65
a22o_1,32
nor2_1,12
nand2_1,7
buf_2,6
clkbuf_1,6
o21ai_0,6
a21oi_1,3
and2_1,3
buf_6,3
dfstp_2,3
nor3_1,3
## power groups by stage
stage	sequential [W]	clock, W	combinational (W)
CTS	0.00221	0.000710	0.00210
finish	0.00220	0.000678	0.00206
global route	0.00230	0.000765	0.00225
## kinds of logic (layout without fill, tap and decap cells)
group                  after synthesis  in the layout
AND-OR/OR-AND                       51             51
XOR/XNOR                             2              2
buffers and inverters               18            229
flip-flops                         112            112
multiplexers                        65             65
other                                1              1
AND/OR/NAND/NOR                     40             40
## stage by stage
step           power, W  hold slack, ps
3_5_place_dp    0.00432             437
3_3_place_gp    0.00429             425
4_1_cts         0.00502             373
6_report        0.00495             355
2_1_floorplan   0.00286             404
5_1_grt         0.00531             392
## worst max path at each step
stage	from	to	slack [ps]	cells past startpoint
6_report	pready	pwdata[28]	1010	5
4_1_cts	pready	pwdata[28]	1000	5
5_1_grt	pready	pwdata[7]	880	5
## layout make-up
cell class                 count  area, µm²  area share (%)
inverter                       2       7.51           0.113
timing repair buffer         211       2090            31.5
tap                          136        170            2.56
sequential                   112       2810            42.2
clock inverter                 4       32.5           0.489
clock buffer                  12        135            2.03
multi-input combinational    159       1410            21.1
## worst register-to-register path, cell delays in order, from the launching register on
cell	delay [ps]
dfrtp_1	390
or4_4	570
a21oi_4	170
nand3_4	130
nor4_4	260
buf_4	370
a22o_1	210
No activity file was given, so power comes from the tool's default toggle rates.
